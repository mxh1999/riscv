[design/flow/config.mk]
export PLATFORM = sky130hd
export DESIGN_NAME = ex
export DESIGN_NICKNAME = ex
export VERILOG_FILES = /design/flow/design.v
export SDC_FILE = /design/flow/constraint.sdc
export NUM_CORES = 4
export LEC_CHECK = 1
export CORE_UTILIZATION = 30
[design/flow/design.v]
module ex(
	input wire rst,
	input wire[6:0] opcode_i,
	input wire[31:0] reg1_i,
	input wire[31:0] reg2_i,
	input wire[4:0] wd_i,
	input wire wreg_i,
	input wire[31:0] pc_i,
	input wire[31:0] imm_i,
	output reg stallres,
	output reg[4:0] wd_o,
	output reg wreg_o,
	output reg[31:0] wdata_o,
	output reg[6:0] opcode_o,
	output reg[31:0] mem_addr_o,
	output reg branch_flag_o,
	output reg [31:0] branch_addr_o
);
	always @ (*) begin
		stallres = 1'b0;
		opcode_o = opcode_i;
		if (rst == 1'b1) begin
			opcode_o = 7'b0000000;
			wdata_o = 32'h0;
			wd_o = 5'b00000;
			wreg_o = 1'b0;
			mem_addr_o = 32'h0;
			branch_addr_o = 32'h0;
			branch_flag_o = 1'b0;
		end else begin
			opcode_o = opcode_i;
			wd_o = wd_i;
			wdata_o = 32'h0;
			wreg_o = wreg_i;
			mem_addr_o = 32'h0;
			branch_addr_o = 32'h0;
			branch_flag_o = 1'b0;
			case (opcode_i)
			7'd1:begin	 
				wdata_o = reg1_i + reg2_i;
			end
			7'd2:begin	 
				wdata_o = reg1_i - reg2_i;
			end
			7'd3:begin	 
				wdata_o = reg1_i << reg2_i[4:0];
			end
			7'd4:begin	 
				wdata_o = ($signed(reg1_i) < $signed(reg2_i)) ? 1'b1: 1'b0;
			end
			7'd5:begin	 
				wdata_o = (reg1_i < reg2_i) ? 1'b1 : 1'b0;
			end
			7'd6:begin	 
				wdata_o = reg1_i >> reg2_i[4:0];
			end
			7'd7:begin	 
				wdata_o = $signed(reg1_i) >>> reg2_i[4:0];
			end
			7'd8:begin	 
				wdata_o = reg1_i ^ reg2_i;
			end
			7'd9:begin	 
				wdata_o = reg1_i | reg2_i;
			end
			7'd10:begin	 
				wdata_o = reg1_i & reg2_i;
			end
			7'd11:begin	 
				wdata_o = reg1_i;
			end
			7'd12:begin	 
				wdata_o = reg1_i + pc_i;
			end
			7'd13:begin	 
				branch_addr_o = pc_i + reg1_i;
				branch_flag_o = 1'b1;
				wdata_o = pc_i + 4'h4;
				stallres = 1'b1;
			end
			7'd14:begin	 
				branch_addr_o = imm_i + reg1_i;
				branch_addr_o[0]=1'b0;
				branch_flag_o = 1'b1;
				wdata_o = pc_i + 4'h4;
				stallres = 1'b1;
			end
			7'd15:begin	 
				mem_addr_o = reg1_i + imm_i;
			end
			7'd16:begin	 
				mem_addr_o = reg1_i + imm_i;
			end
			7'd17:begin	 
				mem_addr_o = reg1_i + imm_i;
			end
			7'd18:begin	 
				mem_addr_o = reg1_i + imm_i;
			end
			7'd19:begin	 
				mem_addr_o = reg1_i + imm_i;
			end
			7'd20:begin  
				mem_addr_o = reg1_i + imm_i;
				wdata_o = reg2_i;
			end
			7'd21:begin	 
				mem_addr_o = reg1_i + imm_i;
				wdata_o = reg2_i;
			end
			7'd22:begin	 
				mem_addr_o = reg1_i + imm_i;
				wdata_o = reg2_i;
			end
			7'd23:begin	 
				if (reg1_i == reg2_i) begin
					branch_addr_o = pc_i + imm_i;
					branch_flag_o = 1'b1;
				end
				stallres = 1'b1;
			end
			7'd24:begin	 
				if (reg1_i != reg2_i) begin
					branch_addr_o = pc_i + imm_i;
					branch_flag_o = 1'b1;
				end
				stallres = 1'b1;
			end
			7'd25:begin	 
				if (reg1_i < reg2_i) begin
					branch_addr_o = pc_i + imm_i;
					branch_flag_o = 1'b1;
				end
				stallres = 1'b1;
			end
			7'd26:begin	 
				if (reg1_i >= reg2_i) begin
					branch_addr_o = pc_i + imm_i;
					branch_flag_o = 1'b1;
				end
				stallres = 1'b1;
			end
			7'd27:begin	 
				if ($unsigned(reg1_i) < $unsigned(reg2_i)) begin
					branch_addr_o = pc_i + imm_i;
					branch_flag_o = 1'b1;
				end
				stallres = 1'b1;
			end
			7'd28:begin	 
				if ($unsigned(reg1_i) >= $unsigned(reg2_i)) begin
					branch_addr_o = pc_i + imm_i;
					branch_flag_o = 1'b1;
				end
				stallres = 1'b1;
			end
			endcase
		end
	end
endmodule
[design/flow/constraint.sdc]
current_design ex

set clk_period 22.9
set clk_io_pct 0.2

create_clock -name clk0 -period $clk_period

set non_clock_inputs [all_inputs -no_clocks]
set_input_delay [expr $clk_period * $clk_io_pct] -clock clk0 $non_clock_inputs
set_output_delay [expr $clk_period * $clk_io_pct] -clock clk0 [all_outputs]
[design/flow/run.sh]
#!/bin/bash
# OpenROAD 26Q1-2900-gdf79404cd8, Yosys 0.63+post, stock flow scripts
make -C /OpenROAD-flow-scripts/flow DESIGN_CONFIG=/design/flow/config.mk WORK_HOME=/design/flow/orfs finish
==> reports/summary.txt <==
Worst VDD drop: 0.00976 mV
Post-synth seq share: 0
Status: finished clean
Final worst path period share: 0.636
Post-CTS Resized: 0
Crit path time final: 14.57 ns
Yosys cell types: 94
Share of cells above drive strength 1: 0.0698
Switching Fraction: 0.642
Critical path capture point type: output pin
RePlAce Congestion: 1.01
Max_slew headroom: 0.288
Count of tool warnings: 104
CP max stage cell: nand2_2
Total chip power: 0.000478 W
# IOs: 253
Critical path, cell by cell: buf_4 > buf_4 > clkinv_1 > ha_1 > or3_1 > nor4_1 > nand4_1 > xnor2_1 > a21oi_1 > o32ai_1 > a41oi_1 > nand2_2 > nand2_4 > o221ai_2 > clkdlybuf4s50_1
Top cells by count: 281 x nor2_1, 242 x a21oi_1, 225 x nand2_1, 198 x ha_1, 180 x o21ai_0
Max Cap Viol: 0
Worst-path fanout max: 51
DRT antenna net count: 0
Int Power: 0.000171 W
Port Buffer Count: 253
Post-Place Worst Slack: 8.42 ns
Vias in the first global route: 20300
Drc violations: 0
Core area: 52800 um2
DRT Pass-1 Iters: 20
Cell mode on critical path: buf_4
Gr ovfl total: 0
Top cells by area: ha_1 15%, a21oi_1 7.5%, nor2_1 6.6%, o21ai_0 5.6%, nand2_1 5.2%
Starting Density: 0.305
CP peak stage delay: 0.63 ns
WL final: 100 mm
Global-route usage over all layers: 0.367
Worst EP required: 18.32 ns
Top cell type by total area after synthesis: ha_1
Via count: 21200
Min-delay src: wd_i[1]
Detail Placement HPWL: 79.6 mm
Layout area overhead: 20.9%
Drt wl/cell: 30.4 um
Setup-failing EPs final: 0
Worst hold path class: primary input to output pin
Antenna violations before repair: 3
Crit Path Category: primary input to output pin
Setup bufs post-CTS: 0
Total negative slack: 0 ns
Most frequent cell after synthesis: nor2_1
Startpoint Class: primary input
Fin worst setup slack: 8.33 ns
Std cell rows: 84
Post-synthesis cell count: 2421
Clock buf count: 0
Ys Warns: 1
Final Hold Fails: 0
Hold path depth: 3
Cell area after synthesis: 16100 um2
Synth Area per Inst: 6.65 um2
Reg area: 0 um2
Measured slew at the worst slew-check pin: 1.06 ns
Seq_cells: 0
Vias per cell: 6.43
Chip area line of the yosys report: 16100 um2
Psw: 0.000306 W
First-pass GRT wire length: 142 mm
# hold bufs at CTS: 0
Die Y: 234 um
Max Freq: 68.6 MHz
Power per cell area: 24.5 nW/um2
Inst Count DP: 3294
Die X: 234 um
Crit path DAT: 9.99 ns
Share of the synthesized area in the top cell type: 0.154
Fin cells: 3295
Die Size: 54600 um2
Ys cells: 2421
Initial drt markers: 2102
Fin Hold WS: 10.07 ns
Max Slew Vio Count: 0
Pin count of the biggest net entering global routing: 57
Hold endpoint: wd_o[1]
RSZ-0062 raised after global routing: false
Lkg Pwr: 7.91 nW
[kinds of logic after synthesis]
logic type               synth area share
AND-OR/OR-AND                       0.376
XOR/XNOR                           0.0718
adder cells (fa/ha/maj)             0.160
buffers and inverters              0.0723
multiplexers                       0.0946
AND/OR/NAND/NOR                     0.225
[final cells by class]
cell class                 count  area (um2)
antenna                        1        2.50
fill                        5607       33300
inverter                     134         503
multi-input combinational   2137       15000
tap                          688         861
timing repair buffer         335        3120
[power groups by stage]
stage	clock, W	sequential [W]	combinational, W
after global routing	0	0	0.000506
after CTS	0	0	0.000463
[layer usage]
metal / wire length, um / GRT usage / up-vias
li1: - / - / 9438
met4: 4530 / 0.139 / 4
met1: 41500 / 0.496 / 10200
met5: 27 / 0 / -
met3: 11000 / 0.101 / 208
met2: 43200 / 0.552 / 1305
[critical path, delay by kind of cell]
kind / cells / cell delay, ns
buffers and inverters: 4 / 1.92
AND/OR/NAND/NOR: 5 / 2.03
adder cells (fa/ha/maj): 1 / 0.49
XOR/XNOR: 1 / 0.26
AND-OR/OR-AND: 4 / 0.64
[cell usage in the layout (no fill, tap or decap), types with 53 or more instances in the layout]
cell               n
mux2i_1           61
nor2_1           276
nand3_1           53
clkdlybuf4s50_1  247
ha_1             198
xnor2_1           78
xor2_1            54
o21ai_0          180
buf_4             83
inv_1            131
a21oi_1          242
nand2_1          225
a21o_1            71
[worst max path at each step]
stage	depth (start not counted)	slack (ns)	start	end
4_1_cts	15	8.41	reg2_i[0]	branch_addr_o[31]
5_1_grt	15	8.06	reg2_i[0]	branch_addr_o[9]
6_report	15	8.33	reg2_i[0]	branch_addr_o[31]
[through the flow]
stage	instance area [um2]	utilization
floorplan	16100	-
global placement	19500	0.369
detailed placement	19500	0.369
CTS	19500	0.369
global route	19500	0.369
finish	19500	0.369
Power figures rest on the tool's default switching activity, not on a simulated workload.
