==> design.v <==
module id(
	input wire rst,
	input wire branch_flag_i,
	input wire[31:0] pc_i,
	input wire[31:0] inst_i,
	input wire ex_wreg_i,
	input wire[31:0] ex_wdata_i,
	input wire[4:0] ex_wd_i,
	input wire mem_wreg_i,
	input wire[31:0] mem_wdata_i,
	input wire[4:0] mem_wd_i,
	input wire[31:0] reg1_data_i,
	input wire[31:0] reg2_data_i,
	output reg[31:0] pc_o,
	output reg reg1_read_o,
	output reg reg2_read_o,
	output reg[4:0] reg1_addr_o,
	output reg[4:0] reg2_addr_o,
	output reg[6:0] opcode_o,
	output reg[31:0] reg1_o,
	output reg[31:0] reg2_o,
	output reg[4:0] wd_o,
	output reg wreg_o,
	output reg[31:0] imm,
	output reg stallreq
);
	wire[6:0] op1=inst_i[6:0];
	wire[2:0] op2=inst_i[14:12];
	wire[6:0] op3=inst_i[31:25];
	wire [31:0] imm_jal;
	wire [31:0] imm_jalr;
	wire [31:0] imm_b;
	assign imm_jal = {{12{inst_i[31]}}, inst_i[19:12], inst_i[20], inst_i[30:21], 1'b0};
	assign imm_jalr = {{20{inst_i[31]}}, inst_i[31:20]};
	assign imm_b = {{20{inst_i[31]}}, inst_i[7], inst_i[30:25], inst_i[11:8], 1'b0};
	always @ (*) begin
		stallreq = 1'b0;
		pc_o = pc_i;
		if (rst == 1'b1 || branch_flag_i == 1'b1) begin
			pc_o = 32'h0;
			opcode_o = 7'b0000000;
			reg1_o = 32'h0;
			reg2_o = 32'h0;
			wd_o = 5'b00000;
			wreg_o = 1'b0;
			reg1_read_o = 1'b0;
			reg2_read_o = 1'b0;
			reg1_addr_o = 5'b00000;
			reg2_addr_o = 5'b00000;
			imm = 32'h0;
		end else begin
			opcode_o = 7'b0000000;
			reg1_o = 32'h0;
			reg2_o = 32'h0;
			wd_o = 5'b00000;
			wreg_o = 1'b0;
			reg1_read_o = 1'b0;
			reg2_read_o = 1'b0;
			reg1_addr_o = 5'b00000;
			reg2_addr_o = 5'b00000;
			imm = 32'h0;
			wd_o = inst_i[11:7];
			wreg_o = 1'b0;
			reg1_read_o = 1'b0;
			reg2_read_o = 1'b0;
			reg1_addr_o = inst_i[19:15];
			reg2_addr_o = inst_i[24:20];
			imm = 32'h0;
			case (op1)
			7'b0110011:begin		 
				wreg_o = 1'b1;
				case (op2)
					3'b000:begin	 
						opcode_o = (op3 == 7'b0000000) ? (7'd1) : (7'd2);
					end
					3'b001:begin	 
						opcode_o = 7'd3;
					end
					3'b010:begin	 
						opcode_o = 7'd4;
					end
					3'b011:begin	 
						opcode_o = 7'd5;
					end
					3'b100:begin	 
						opcode_o = 7'd8;
					end
					3'b101:begin	 
						opcode_o = (op3 == 7'b0000000) ? 7'd6: 7'd7;
					end
					3'b110:begin	 
						opcode_o = 7'd9;
					end
					3'b111:begin	 
						opcode_o = 7'd10;
					end
				endcase
				reg1_read_o = 1'b1;
				reg2_read_o = 1'b1;
			end
			7'b0010011:begin	 
				wreg_o = 1'b1;
				case (op2)
					3'b000:begin	 
						imm = {{21{inst_i[31]}},inst_i[30:20]};
						opcode_o = 7'd1;
					end
					3'b010:begin	 
						imm = {{21{inst_i[31]}},inst_i[30:20]};
						opcode_o = 7'd4;
					end
					3'b011:begin	 
						imm = {20'b0,inst_i[31:20]};
						opcode_o = 7'd4;
					end
					3'b100:begin	 
						imm = {{21{inst_i[31]}},inst_i[30:20]};
						opcode_o = 7'd8;
					end
					3'b110:begin	 
						imm = {{21{inst_i[31]}},inst_i[30:20]};
						opcode_o = 7'd9;
					end
					3'b111:begin	 
						imm = {{21{inst_i[31]}},inst_i[30:20]};
						opcode_o = 7'd10;
					end
					3'b001:begin	 
						imm = {27'b0,inst_i[24:20]};
						opcode_o = 7'd3;
					end
					3'b101:begin	 
						imm = {27'b0,inst_i[24:20]};
						opcode_o = (op3 == 7'b0000000) ? 7'd6: 7'd7;
					end
				endcase
				reg1_read_o = 1'b1;
			end
			7'b0110111:begin	 
				wreg_o = 1'b1;
				imm = {inst_i[31:12],{12{1'b0}}};
				opcode_o = 7'd11;
			end
			7'b0010111:begin	 
				wreg_o = 1'b1;
				imm = {inst_i[31:12],{12{1'b0}}};
				opcode_o = 7'd12;
			end
			7'b1101111:begin	 
				wreg_o = 1'b1;
				opcode_o = 7'd13;
				imm = imm_jal;
				stallreq = 1'b1;
			end
			7'b1100111:begin	 
				wreg_o = 1'b1;
				opcode_o = 7'd14;
				imm = imm_jalr;
				reg1_read_o = 1'b1;
				stallreq = 1'b1;
			end
			7'b1100011:begin	 
				wreg_o = 1'b0;
				wd_o = 5'b00000;
				opcode_o = 7'd0;
				reg1_read_o = 1'b1;
				reg2_read_o = 1'b1;
				imm = imm_b;
				stallreq = 1'b1;
				case (op2)
				3'b000:begin	 
					opcode_o = 7'd23;
				end
				3'b001:begin	 
					opcode_o = 7'd24;
				end
				3'b100:begin	 
					opcode_o = 7'd25;
				end
				3'b101:begin	 
					opcode_o = 7'd26;
				end
				3'b110:begin	 
					opcode_o = 7'd27;
				end
				3'b111:begin	 
					opcode_o = 7'd28;
				end
				endcase
			end
			7'b0000011:begin	 
				wreg_o = 1'b1;
				reg1_read_o = 1'b1;
				imm = {{21{inst_i[31]}},inst_i[30:20]};
				stallreq = 1'b1;
				case (op2)
				3'b000:begin	 
					opcode_o = 7'd15;
				end
				3'b001:begin	 
					opcode_o = 7'd16;
				end
				3'b010:begin	 
					opcode_o = 7'd17;
				end
				3'b100:begin	 
					opcode_o = 7'd18;
				end
				3'b101:begin	 
					opcode_o = 7'd19;
				end
				endcase
			end
			7'b0100011:begin	 
				reg1_read_o = 1'b1;
				reg2_read_o = 1'b1;
				imm = {{21{inst_i[31]}},inst_i[30:25],inst_i[11:7]};
				stallreq = 1'b1;
				case (op2)
				3'b000:begin	 
					opcode_o = 7'd20;
				end
				3'b001:begin	 
					opcode_o = 7'd21;
				end
				3'b010:begin	 
					opcode_o = 7'd22;
				end
				endcase
			end
			endcase
		end
	end
	always @ (*) begin
		if (rst== 1'b1) begin
			reg1_o = 32'h0;
		end else if ((reg1_read_o == 1'b1) && (ex_wreg_i == 1'b1) && (ex_wd_i == reg1_addr_o) && (ex_wd_i != 5'b00000)) begin
			reg1_o = ex_wdata_i;
		end else if ((reg1_read_o == 1'b1) && (mem_wreg_i == 1'b1) && (mem_wd_i == reg1_addr_o) && (mem_wd_i != 5'b00000)) begin
			reg1_o = mem_wdata_i;
		end else if (reg1_read_o == 1'b1) begin
			reg1_o = reg1_data_i;
		end else if (reg1_read_o == 1'b0) begin
			reg1_o = imm;
		end else begin
			reg1_o = 32'h0;
		end
	end
	always @ (*) begin
		if (rst== 1'b1) begin
			reg2_o = 32'h0;
		end else if ((reg2_read_o == 1'b1) && (ex_wreg_i == 1'b1) && (ex_wd_i == reg2_addr_o) && (ex_wd_i != 5'b00000)) begin
			reg2_o = ex_wdata_i;
		end else if ((reg2_read_o == 1'b1) && (mem_wreg_i == 1'b1) && (mem_wd_i == reg2_addr_o) && (mem_wd_i != 5'b00000)) begin
			reg2_o = mem_wdata_i;
		end else if (reg2_read_o == 1'b1) begin
			reg2_o = reg2_data_i;
		end else if (reg2_read_o == 1'b0) begin
			reg2_o = imm;
		end else begin
			reg2_o = 32'h0;
		end
	end
endmodule
==> run.sh <==
#!/bin/bash
# OpenROAD 26Q1-2900-gdf79404cd8, Yosys 0.63+post, stock flow scripts
make -C /OpenROAD-flow-scripts/flow DESIGN_CONFIG=/design/flow/config.mk WORK_HOME=/design/flow/orfs finish
==> config.mk <==
export PLATFORM = sky130hd
export DESIGN_NAME = id
export DESIGN_NICKNAME = id
export VERILOG_FILES = /design/flow/design.v
export SDC_FILE = /design/flow/constraint.sdc
export NUM_CORES = 4
export LEC_CHECK = 1
export CORE_AREA = 10 10 145 145
export DIE_AREA = 0 0 155 155
==> constraint.sdc <==
current_design id

set clk_period 4.4
set clk_io_pct 0.2

create_clock -name clk0 -period $clk_period

set non_clock_inputs [all_inputs -no_clocks]
set_input_delay [expr $clk_period * $clk_io_pct] -clock clk0 $non_clock_inputs
set_output_delay [expr $clk_period * $clk_io_pct] -clock clk0 [all_outputs]
==> out/results.ini <==
[run]
log.warning_count=172
drv_cap=0

[power]
cellLeakagePower_nw=1.28
combPwrFrac_pct=100.0
clock_power_share_pct=0
switching_power_mw=0.0766
peak_supply_drop_mv=0.0202
powerDensity_nw_per_um2=53.0
internal_cell_power_mw=0.117
sw_frac_of_total_pct=39.6
share_seq_of_total_power_pct=0

[logic_synthesis]
syn_std_cell_area_um2=2010
yosysUniqueCellTypes=51
synthesis.area_per_instance_um2=6.31
yosys-top-cells-area=sky130_fd_sc_hd__buf_4 (25%), sky130_fd_sc_hd__and2_1 (17%), sky130_fd_sc_hd__a21oi_1 (5.7%)
post_synth_inst_count=318
synth.yosys.chip_area_um2=2010
yosysWarningCount=1
synth_top_area_share_pct=25.1
ys_seq_share_pct=0
yosys_cells=318
synthDominantAreaCellType=sky130_fd_sc_hd__buf_4

[final_layout]
lay_top_cells=sky130_fd_sc_hd__clkdlybuf4s50_1 (154), sky130_fd_sc_hd__conb_1 (66), sky130_fd_sc_hd__and2_1 (54)
layoutNonFillerInstCount=697
fill_cells=1995
layout_top_cell_excl_fill_tap=sky130_fd_sc_hd__clkdlybuf4s50_1
finish.utilization_pct=20.3
nFlopsAndLatches=0
syn2layout_area_growth_pct=81.7
clock_buffer_count=0
drive_above_1_share_pct=8.97
sequential_cell_area_um2=0

[cts]
post_cts_resized=0
cts_post_setup_buffers_inserted=0
cts-hold-fix-buffers=0

[floorplan]
io_pins=360
chip_area_um2=24000
core_area_um2=18000
die_height_um=155
fp_util_pct=11.2
dieWidth_um=155
row_count=49

[outcome]
run_status=finished clean

[global_routing]
first_pass_grt_wire_length_um=14800
grt_pass1_vias=2574
antenna_found_initial=0
grt_start_max_net_pins=32
global_route.usage.total_pct=7.53
globalRoute.totalOverflow=0

[final_timing]
finalSetupViolations=0
worst_pin_slew_ns=0.873
achievable-frequency_mhz=236
timing.hold.ws_ns=2.68
tns_ns=0
finalCritPeriodShare_pct=96.1
maxSlewViolCount=0
final.min_clock_period_ns=4.23
hold_violations=0
timing.max_slew.rel_slack_pct=41.5
unrepaired_setup_endpoints_after_global_routing=no

[route]
met3_length_um=828
detailedRoute.firstPassIterationCount=4
wirelength_met1_um=4300
route.final.wire_length_um=10000
routed_wire_length_per_instance_um=14.4
total_drc_errors_in_the_routed_layout=0
drtIter0Drc=175
met2_length_um=4870
number_of_inserted_diodes=0
vias_after_detailed_routing=2477
maxUsedRoutingLayer=met4
drtAntennaViolNets=0
drt-vias-per-instance=3.55

[worst_setup_path]
worst_ep_arrival_time_ns=3.35
timing_worst_setup_path_type=input port to output pin
crit_fanout=16
cp_data_required_time_ns=3.52
setup.worst_path.start_class=input port
worst_setup_path_end_kind=output pin

[place]
dp_cells=697
routabilityCongestion=0.869
place.port_buffers=154
hpwl_um=8850

[worst_hold_path]
worstHoldEndpoint=pc_o[7]
worst_hold_path.num_cells=3
hold_start=pc_i[7]
worstHoldPathType=input port to output pin

[cell type report]
type                            count  area, um2  area share [%]
Timing Repair Buffer              174       1720            47.1
Multi-Input combinational cell    292       1630            44.8
Tap cell                          229        287            7.86
Inverter                            2       7.51           0.206
[cells in the mapped netlist (all sizes together), types with 2 or more instances]
master and number:
a21oi 35, nor2 24, nand2 28, inv 2, or2 3, and2 54
a211oi 2, nand3 9, a22oi 5, nor4 2, a2111oi 2, or3 2
o21ai 11, nand2b 4, clkbuf 12, a31oi 3, and3 3, a21o 4
nand3b 3, buf 77, nor2b 2, xnor2 2, a41oi 2, nor3 10
[critical path: stages]
cell                              delay, ns
sky130_fd_sc_hd__clkdlybuf4s50_1       0.44
sky130_fd_sc_hd__buf_4                 0.21
sky130_fd_sc_hd__nor2_1                0.16
sky130_fd_sc_hd__a21oi_1               0.07
sky130_fd_sc_hd__a2111oi_2             0.53
sky130_fd_sc_hd__a21oi_1               0.23
sky130_fd_sc_hd__buf_12                0.20
sky130_fd_sc_hd__a21oi_2               0.10
sky130_fd_sc_hd__clkdlybuf4s50_1       0.51
[power groups by stage]
stage | Combinational [mW] | Sequential, mW | Clock (mW)
final | 0.193 | 0 | 0
after global routing | 0.214 | 0 | 0
after CTS | 0.197 | 0 | 0
[cell families (layout without fill, tap and decap cells)]
family | Yosys count | after routing | share of synthesized area (%)
AOI/OAI and AO/OA | 72 | 72 | 25.0
muxes | 1 | 1 | 0.499
other | 1 | 66 | 0.187
adders and majority gates | 1 | 1 | 0.499
and+or+nand+nor | 149 | 149 | 41.7
buffers and inverters | 91 | 176 | 30.8
xor gates and xnor gates | 3 | 3 | 1.31
[routing by layer]
layer	GRT usage [%]	vias up
met1	9.50	1078
met2	13.0	154
met5	0	-
met4	0.225	0
li1	-	1243
met3	2.24	2
[worst max path at each step]
stage     startpoint       to  slack [ns]
6_report   inst_i[2]  imm[26]        0.17
5_1_grt    inst_i[2]  imm[21]        0.01
4_1_cts    inst_i[2]  imm[26]        0.14
[stage by stage]
step           power (mW)  cell area, um2  worst slack (ns)
6_report            0.193            3640             0.172
5_1_grt             0.214            3640            0.0107
4_1_cts             0.197            3640             0.144
3_5_place_dp        0.196            3640             0.159
3_3_place_gp        0.197            3640             0.218
2_1_floorplan       0.105            2250              1.52
Power figures rest on the tool's default switching activity, not on a simulated workload.
